$ cat flow/run.sh
#!/bin/bash
# OpenROAD 26Q1-2900-gdf79404cd8, Yosys 0.63+post, stock flow scripts
make -C /OpenROAD-flow-scripts/flow DESIGN_CONFIG=/design/flow/config.mk WORK_HOME=/design/flow/orfs finish
$ cat flow/constraint.sdc
current_design RegFile

set clk_period 24.0
set clk_io_pct 0.2

create_clock -name clk0 -period $clk_period [get_ports {clk}]

set non_clock_inputs [all_inputs -no_clocks]
set_input_delay [expr $clk_period * $clk_io_pct] -clock clk0 $non_clock_inputs
set_output_delay [expr $clk_period * $clk_io_pct] -clock clk0 [all_outputs]
$ cat flow/config.mk
export PLATFORM = sky130hd
export DESIGN_NAME = RegFile
export DESIGN_NICKNAME = RegFile
export VERILOG_FILES = /design/flow/design.v
export SDC_FILE = /design/flow/constraint.sdc
export NUM_CORES = 4
export LEC_CHECK = 1
export CORE_UTILIZATION = 50
$ cat flow/design.v
`timescale 1ns / 1ps
module RegFile(
  input                       clk,
  input                       rst,
  input                       read_en_1,
  input       [4:0] read_addr_1,
  output  reg [31:0]     read_data_1,
  input                       read_en_2,
  input       [4:0] read_addr_2,
  output  reg [31:0]     read_data_2,
  input                       write_en,
  input       [4:0] write_addr,
  input       [31:0]     write_data
);
  reg[31:0] registers[0:31];
  integer i;
  always @(posedge clk) begin
    if (rst) begin
      for (i = 0; i < 32; i = i + 1) begin
        registers[i] <= 0;
      end
    end
    else if (write_en && |write_addr) begin
      registers[write_addr] <= write_data;
    end
  end
  always @(*) begin
    if (rst) begin
      read_data_1 <= 0;
    end
    else if (read_addr_1 == write_addr && write_en && read_en_1) begin
      read_data_1 <= write_data;
    end
    else if (read_en_1) begin
      read_data_1 <= registers[read_addr_1];
    end
    else begin
      read_data_1 <= 0;
    end
  end
  always @(*) begin
    if (rst) begin
      read_data_2 <= 0;
    end
    else if (read_addr_2 == write_addr && write_en && read_en_2) begin
      read_data_2 <= write_data;
    end
    else if (read_en_2) begin
      read_data_2 <= registers[read_addr_2];
    end
    else begin
      read_data_2 <= 0;
    end
  end
endmodule  
==> design notes <==
The flow ran to the end, and the final reports show no timing, DRC or antenna violations. TritonRoute output was used to compute an average wire per cell of 30.6 um. The tools report the detailed placement HPWL as 109000 um.

TritonCTS built the clock tree. The share of synthesized registers carrying an async set or reset came out at 0. Setup repair after global routing left no endpoint under its margin.

The post-synthesis instance total was 4353; the maximum number of pins on one net before global-route repair was 75. In this run, CTS created clock tree buffers numbering 114. The layout cell share with drive strength beyond 1 came out at 0.126. After detailed routing, the number of remaining DRC violations is 0.

The placement-stage cell area is 59100 um2. For the final routed database, the setup TNS stands at 0 ns. The run gives 0.250 for the switching part of the total. For the initial core utilization, the log shows 0.505. The worst hold path class is input port to flop. For the data required time of the critical path, the log shows 19.20 ns.

The area taken by multi-input logic gates is 24100 um2. The power share of the combinational group is 0.119, and the wire length of the first global-routing pass is 261000 um. The run gives 0.400 for the power share of the clock group. The largest register by flop count was registers. In this run the maximum-capacitance check reported violations numbering 0. Per the post-CTS timing run, clock transition at the registers of the reported paths is 0.06 ns.

In this run the static leakage power is 23.3 nW. The most instantiated flip-flop cell in the synthesis netlist was sky130_fd_sc_hd__edfxtp_1. The routed wire length was 182000 um. Per the cell usage report, the commonest logic cells after layout are sky130_fd_sc_hd__edfxtp_1 (1024), sky130_fd_sc_hd__and2_1 (995), sky130_fd_sc_hd__mux2i_1 (809), sky130_fd_sc_hd__a22oi_1 (372), sky130_fd_sc_hd__buf_4 (168). The die is 339 um tall. For this run, the top clock speed supported by timing is 70.8 MHz. Per the post-synthesis stats, the area per cell is 13.0 um2. The run gives 112000 um2 for the area of the core. With the number of global-route vias before repair at 37.8k, the growth of design area from synthesis to finish is 10.6%.

The final route contains 36.4k vias. The share of the clock period used by the worst path after layout was 0.589; the last weighted congestion value of the routability-driven placer was 0.957. The script extracted a net switching power of 1.10 mW. The total of hold buffers inserted after clock tree synthesis was 0. The tools report the area taken by flip-flops and latches as 30700 um2. Nets still carrying antenna violations after routing amount to 0. After routing the design area is 62800 um2. The ratio of total power to cell area is 70.0 nW/um2. The count of input and output buffers works out to 115. The run gives 0 for the total congestion overflow after global routing. Looking at the post-CTS report, the setup buffer insertion count equals 0. The run gives 0.346 for the overall global routing resource usage.

Warnings raised by the tools during the run amount to 26. The analysis reports a worst IR drop on VDD of 55.5 uV. The first detailed-routing pass took 5 iterations. With the number of endpoints with negative hold slack in the final report at 0, the level count of the clock H-tree is 3. The tools report the distinct cell type count of the synthesized netlist as 46. The synthesized netlist occupies a cell area of 56800 um2. The number of clock sinks came to 1024. The proportion of power drawn by flip-flops and latches came out at 0.481.

The synthesis-stage register bit count is 1024, and the number of resized instances in the post-cts repair step is 0. In this run, synthesis inferred 1024 flip-flops with an integrated enable. The registers reported with the highest flop counts are registers (1024). The run gives 56800 um2 as the yosys stat chip area.

Per the CTS log, the buffer count on the longest clock path is 3. The slew of the pin with the lowest slew margin came out at 0.848 ns. The tools report the total setup violations reported at the end of the flow as 0.

The finished layout holds 5926 standard cells, fillers aside. The tools report the initial antenna violation count as 1. Area of the die: 115000 um2. The data arrival time reported for the critical path is 9.33 ns. With the final max-slew violation count at 0, the post-synthesis sequential area ratio is 0.542. Total number of yosys warnings: 1.

Counting I/O delays and the setup requirement, the final critical path takes 14.13 ns. After floorplanning, the core was divided into 123 placement rows. For the total of fill cells in the finished design, the log shows 8903. In this run the clock root is driven by a sky130_fd_sc_hd__clkbuf_16. Once iteration 0 of detailed routing completed, the report listed 2194 DRC markers. The detailed-route vias per instance came out at 6.15.

The kind of critical path was input port to primary output. Yosys stat counts 4353 cells in the synthesized netlist. The largest fanout of any net on the critical path works out to 44.

The register with the most flip-flops in the layout has 1024 of them. STA classifies the critical path startpoint as an input port. Per the OpenROAD floorplan log, the width of the die is 339 um. In this run, placement finished with an instance count of 5712.

Cell internal power was estimated by the tool at 3.30 mW. Among logic cells in the layout, the one with the most instances is sky130_fd_sc_hd__edfxtp_1. The headroom to the max-slew limit is 0.434, and the boundary pin count is 116.

The tools report the kind of end point of the critical path as a primary output.
-- synth_stat cells (2+ instances only) --
cell type                     n  area [um2]
sky130_fd_sc_hd__nand2b_1     2        12.5
sky130_fd_sc_hd__o21ai_0     31         155
sky130_fd_sc_hd__xor2_1       4        35.0
sky130_fd_sc_hd__clkbuf_1   279        1050
sky130_fd_sc_hd__a211oi_1    64         480
sky130_fd_sc_hd__xnor2_1      6        52.6
sky130_fd_sc_hd__buf_1        7        26.3
sky130_fd_sc_hd__clkbuf_4     2        15.0
sky130_fd_sc_hd__nand3_1      3        15.0
sky130_fd_sc_hd__buf_4       55         413
sky130_fd_sc_hd__nor2_1      38         143
sky130_fd_sc_hd__nand3b_1    36         270
sky130_fd_sc_hd__a21boi_0    30         225
sky130_fd_sc_hd__or3b_2       3        26.3
sky130_fd_sc_hd__a22o_1      32         280
sky130_fd_sc_hd__mux4_2     140        3150
sky130_fd_sc_hd__nor2b_1     10        62.6
sky130_fd_sc_hd__and2_1     996        6230
sky130_fd_sc_hd__nand2_1     63         236
sky130_fd_sc_hd__nand4_1      2        12.5
sky130_fd_sc_hd__edfxtp_1  1024       30700
sky130_fd_sc_hd__o21ai_1      2        10.0
sky130_fd_sc_hd__mux2i_1    809        8100
sky130_fd_sc_hd__a32o_1      31         310
sky130_fd_sc_hd__a22oi_1    372        2790
sky130_fd_sc_hd__buf_6       31         349
sky130_fd_sc_hd__or2_2       31         194
sky130_fd_sc_hd__a21oi_1    156         781
sky130_fd_sc_hd__buf_2       73         365
sky130_fd_sc_hd__buf_8        5        75.1
-- final timing paths --
| path | cells after the start | slack, ns | endpoint | from |
|---|---|---|---|---|
| min | 1 | 4.66 | registers[0][31]$_SDFFCE_PN0P_ | rst |
| max | 10 | 9.87 | read_data_2[12] | read_addr_2[1] |
-- cell type report --
class	count	share of cell area
diodes	2	0.0000797
clock buffers	140	0.0473
clock inverters	72	0.0119
inverters	1	0.0000598
multi-input cells	2907	0.383
flip-flops and latches	1024	0.490
well taps	1500	0.0299
repair buffers	280	0.0380
-- per-stage QoR --
step / total power, mW / setup slack, ns / util / hold WS (ns)
after floorplan: 2.46 / 13.02 / - / 5.00
after global placement: 2.67 / 9.90 / 0.525 / 5.37
after detailed placement: 2.67 / 9.89 / 0.525 / 5.37
after CTS: 4.42 / 9.88 / 0.558 / 4.62
after global routing: 4.53 / 9.67 / 0.558 / 4.63
final: 4.39 / 9.87 / 0.558 / 4.66
-- power groups by stage --
stage / clock network [mW] / logic, mW / registers [mW]
final: 1.76 / 0.523 / 2.11
after CTS: 1.78 / 0.520 / 2.11
after global routing: 1.85 / 0.552 / 2.13
-- critical path, cell delays in order --
cell                              delay, ns
sky130_fd_sc_hd__buf_8                 0.42
sky130_fd_sc_hd__buf_4                 0.69
sky130_fd_sc_hd__buf_4                 0.73
sky130_fd_sc_hd__buf_4                 0.72
sky130_fd_sc_hd__mux2i_1               0.16
sky130_fd_sc_hd__a22oi_1               0.22
sky130_fd_sc_hd__a21oi_1               0.16
sky130_fd_sc_hd__a211oi_1              0.47
sky130_fd_sc_hd__a22o_1                0.32
sky130_fd_sc_hd__clkdlybuf4s50_1       0.51
-- logic make-up after synthesis --
family,synth area share
compound gates,0.0898
xor+xnor,0.00154
buf+inv,0.0404
flops,0.542
mux,0.198
other cells,0.0000661
simple gates,0.128
-- metal layers --
metal | track usage | vias up | share of wire
met1 | 0.472 | 17700 | 0.37
li1 | - | 16300 | -
met2 | 0.494 | 2060 | 0.45
met4 | 0.136 | 0 | 0.051
met3 | 0.187 | 371 | 0.13
met5 | 0.00333 | - | 0
Power figures rest on the tool's default switching activity, not on a simulated workload.
