<file path="flow/config.mk">
export PLATFORM = sky130hd
export DESIGN_NAME = CP0
export DESIGN_NICKNAME = CP0
export VERILOG_FILES = /design/flow/design.v
export SDC_FILE = /design/flow/constraint.sdc
export NUM_CORES = 4
export LEC_CHECK = 1
export CORE_UTILIZATION = 40
</file>
<file path="flow/constraint.sdc">
current_design CP0

set clk_period 13.0
set clk_io_pct 0.2

create_clock -name clk0 -period $clk_period [get_ports {clk}]

set non_clock_inputs [all_inputs -no_clocks]
set_input_delay [expr $clk_period * $clk_io_pct] -clock clk0 $non_clock_inputs
set_output_delay [expr $clk_period * $clk_io_pct] -clock clk0 [all_outputs]
</file>
<file path="flow/design.v">
`timescale 1ns / 1ps
module CP0(
    input                       clk,
    input                       rst,
    input                       cp0_write_en,
    input       [7:0] cp0_read_addr,
    input       [7:0] cp0_write_addr,
    input       [31:0]     cp0_write_data,
    input                       eret_flag,
    input                       syscall_flag,
    input                       break_flag,
    input                       delayslot_flag,
    input       [31:0]     current_pc_addr,
    output  reg [31:0]     data_o,
    output      [31:0]     status_o,
    output      [31:0]     cause_o,
    output      [31:0]     epc_o
);
    reg[31:0] reg_badvaddr;
    reg[ 32 : 0]   reg_count;
    reg[31:0] reg_status;
    reg[31:0] reg_cause;
    reg[31:0] reg_epc;
    wire [31:0] exc_epc;
    assign status_o = reg_status;
    assign cause_o = reg_cause;
    assign epc_o = reg_epc;
    assign exc_epc = delayslot_flag ? current_pc_addr - 4 : current_pc_addr;
   always @(posedge clk) begin
       if (rst) begin
           reg_badvaddr <= 32'h0;
       end
       else begin
           reg_badvaddr <= reg_badvaddr;
       end
   end
    always @(posedge clk) begin
        if (rst) begin
            reg_count <= 33'h0;
        end
        else if (cp0_write_en && cp0_write_addr == 8'b01001000) begin
            reg_count <= {cp0_write_data, 1'b0};
        end
        else begin
            reg_count <= reg_count + 1;
        end
    end
    always @(posedge clk) begin
        if (rst) begin
            reg_status <= 32'h0040ff00;
        end
        else if (break_flag || syscall_flag) begin
            reg_status[1] <= 1;
        end
        else if (eret_flag) begin
            reg_status[1] <= 0;
        end
        else if (cp0_write_en && cp0_write_addr == 8'b01100000) begin
            reg_status[22] <= cp0_write_data[22];
            reg_status[15:8] <= cp0_write_data[15:8];
            reg_status[1:0] <= cp0_write_data[1:0];
        end
        else begin
            reg_cause <= reg_cause;
        end
    end
    always @(posedge clk) begin
        if (rst) begin
            reg_cause <= 32'h0;
        end
        else if (break_flag || syscall_flag) begin
            reg_cause[31] <= delayslot_flag;
            reg_cause[6:2] <= break_flag ? 8'h09 : 
                              syscall_flag ? 8'h08 : 0;
        end
        else if (cp0_write_en && cp0_write_addr == 8'b01101000) begin
            reg_cause[9:8] <= cp0_write_data[9:8];
        end
        else begin
            reg_cause <= reg_cause;
        end
    end
    always @(posedge clk) begin
        if (rst) begin
            reg_epc <= 32'h0;
        end
        else if (break_flag || syscall_flag) begin
            reg_epc <= exc_epc;
        end
        else if (cp0_write_en && cp0_write_addr == 8'b01110000) begin
            reg_epc <= cp0_write_data;
        end
        else begin
            reg_epc <= reg_epc;
        end
    end
    always @(*) begin
        if(rst) begin
            data_o <= 32'b0;
        end
        else begin
            case (cp0_read_addr)
                8'b01000000:  data_o <= reg_badvaddr;
                8'b01001000: data_o <= reg_count[32:1];
                8'b01100000: data_o <= reg_status;
                8'b01101000: data_o <= reg_cause;
                8'b01110000: data_o <= reg_epc;
                default: data_o <= 0;
            endcase
        end
    end
endmodule  
</file>
<file path="flow/run.sh">
#!/bin/bash
# OpenROAD 26Q1-2900-gdf79404cd8, Yosys 0.63+post, stock flow scripts
make -C /OpenROAD-flow-scripts/flow DESIGN_CONFIG=/design/flow/config.mk WORK_HOME=/design/flow/orfs finish
</file>
==> GITHUB_STEP_SUMMARY <==
## Implementation flow summary

| Metric | Value |
|---|---|
| Status | `finished, final reports clean` |
| Async SR Flop Fraction | `0%` |
| Cells along the critical path | `clkdlybuf4s50_1, nor4_1, nand2_1, nor4_1, buf_4, nand2_1, a2111oi_0, clkdlybuf4s50_1` |
| Slowest cell on crit path | `a2111oi_0` |
| Biggest cell delay along the critical path | `0.65 ns` |
| Hold WC Path Type | `flip-flop to flip-flop` |
| CTS sink cnt | `76` |
| Fillers | `1152` |
| Register area | `1520 sq um` |
| Num CTS Buffers | `9` |
| Comb power frac | `14.1%` |
| Flip-flops with a built-in enable | `0` |
| CP endpoint kind | `output port` |
| Chip Height | `115 um` |
| Seq share, synth | `29.7%` |
| Core region area | `12300 sq um` |
| CTS Buffer Depth | `2` |
| DR vias/cell | `5.49` |
| Pwr dens | `88.8 nW/um^2` |
| Clock network fraction of design power | `45.4%` |
| CP required | `10.40 ns` |
| Max Slew Vio Count | `0` |
| I/O pin cnt | `215` |
| First-pass DRT Iterations | `5` |
| GPL Wtd Cong | `0.924` |
| RSZ-0062 raised after global routing | `false` |
| Fmax | `124 MHz` |
| CTS resizes | `0` |
| First-pass GRT wire length | `27300 um` |
| Internal power | `474 uW` |
| Cell Type Count | `48` |
| Post-synthesis cell area | `5130 sq um` |
| Setup Fix Bufs, Post-CTS | `0` |
| DP Cell Count | `957` |
| Data arrival time of the worst path | `5.45 ns` |
| Synth cell count leaders | `87 x nor2_1, 76 x dfxtp_1, 58 x nand2_1` |
| Post-synth regs | `76` |
| Wire per inst | `18.5 um` |
| Initial antenna violation count | `0` |
| CP delay by family, top | `buffers and inverters` |
| Final setup vio count | `0` |
| Hold Buf Count CTS | `0` |
| Max VDD drop | `54.7 uV` |
| Main flop type | `dfxtp_1` |
| Late-Pin Clk Latency | `0.33 ns` |
| Area Growth Syn to Fin | `35.9%` |
| GRT Residual Overflow | `0` |
| Synth area leaders | `dfxtp_1 30%, buf_4 7.8%, xnor2_1 6.8%` |
| DR DRC count | `0` |
| Yosys Instances | `664` |
| Synth top cell by count | `nor2_1` |
| Critical path class | `primary input to output port` |
| TritonCTS clock tree | `built` |
| Fp_density | `41.8%` |
| Dpl cell area | `6630 sq um` |
| OpenROAD warnings | `25` |
| Routed vias | `5337` |
| Max Fanout on Critical Path | `15` |
| Final Critical Period | `8.05 ns` |
| Finished Layout Cells | `973` |
| Post-synth top area share | `29.7%` |
| Net Switching | `145 uW` |
| Worst-path clk slew | `0.06 ns` |
| Diode count | `0` |
| Post-DRT Antenna Nets | `0` |
| Initial DRC count | `455` |
| CP startpoint kind | `primary input` |
| Vias in the first global route | `4764` |
| Leakage power | `2.29 nW` |
| Total Wirelength | `18000 um` |
| CTS root buf | `clkbuf_16` |
| Worst-margin pin slew | `0.880 ns` |
| Slew HR | `41.3%` |
| Post-DP HPWL | `13500 um` |
| Cell type with the largest total area | `dfxtp_1` |
| Share of layout cells above drive strength 1 | `4.72%` |
| Sequential power share | `40.5%` |
| Total track usage | `27.8%` |
| # rows | `40` |
| Yosys stat area | `5130 sq um` |
| Final hold vios | `0` |
| Crit share post-route | `61.9%` |
| Crit path buf inv count | `3` |
| Yosys warnings | `65` |
| Die footprint | `13300 sq um` |
| PortBufs | `161` |
| Switch share | `23.4%` |
| Setup TNS | `0 ns` |
| Cells after Synth | `664` |
| Logic area | `3150 sq um` |
| Post-Layout Inst Area | `6970 sq um` |
| Die Wd | `115 um` |
| H-tree Lvls | `3` |
| Total of max-cap violations | `0` |
| Largest net degree at the start of global routing | `65` |
| Syn Area/Cell | `7.72 sq um` |
| Setup Skew | `0.00551 ns` |
==> metrics by stage <==
stage | hold slack, ns | utilization, % | total power [mW] | setup WS, ns
after global placement | 0.480 | 54.1 | 0.343 | 5.00
after global routing | 0.521 | 56.9 | 0.642 | 4.70
final | 0.497 | 56.9 | 0.619 | 4.95
after detailed placement | 0.487 | 54.1 | 0.342 | 4.99
after CTS | 0.499 | 56.9 | 0.623 | 4.95
after floorplan | 0.435 | - | 0.291 | 6.56
==> worst register-to-register path, cell delays in order, from the launching register on <==
cell	delay, ns
dfxtp_1	0.47
nand4_1	0.28
or4_1	0.75
nor4_1	0.50
xnor2_1	0.12
a211oi_1	0.23
==> power groups by stage <==
stage	clock network, mW	registers [mW]	logic (mW)
CTS	0.285	0.251	0.0871
global route	0.295	0.252	0.0946
finish	0.281	0.251	0.0871
==> metal layers <==
metal	share of wire (%)	vias up	GRT usage, %
li1	-	2597	-
met1	47	2466	43.6
met2	43	261	40.7
met3	8.5	13	5.95
met4	1.2	0	3.29
met5	0	-	0
==> layout by cell type, fill, tap and decap left out, types with 8 or more instances in the layout <==
cell / instances
mux2i_1: 10
a211oi_1: 33
a211o_1: 10
nor4_1: 21
clkdlybuf4s50_1: 160
clkbuf_16: 9
xnor2_1: 40
nand2_1: 58
nor3_1: 36
nor2_1: 86
a22oi_1: 32
a21oi_1: 8
nand4_1: 14
nand3_1: 17
conb_1: 53
dfxtp_1: 76
buf_4: 10
inv_1: 18
a2111oi_0: 18
xor2_1: 16
a311oi_1: 11
==> final cells by class <==
type | count | area share (%)
Clock buffer | 13 | 3.88
Inverter | 18 | 0.969
Timing Repair Buffer | 171 | 24.1
Multi-Input combinational cell | 524 | 45.2
Tap cell | 168 | 3.02
Clock inverter | 3 | 0.969
Sequential cell | 76 | 21.8
==> path summary, 6_finish.rpt <==
kind                          from  slack [ns]             to  cells after the start
setup / recovery  cp0_read_addr[1]        4.95      data_o[1]                      8
setup reg to reg      reg_count[9]       10.57  reg_count[32]                      5
hold reg to reg         reg_epc[4]        0.50     reg_epc[4]                      2
hold / removal          reg_epc[4]        0.50     reg_epc[4]                      2
==> sequential cells by signal (all words and copies together), names as in the netlist <==
name	flops
status_o	11
reg_count	33
reg_epc	32
==> cell families after synthesis <==
group	after synthesis	share of synthesized area, %
AND/OR/NAND/NOR	275	26.2
flip-flops	76	29.7
AND-OR/OR-AND	128	19.1
adder cells (fa/ha/maj)	2	0.488
other	1	0.0731
buffers and inverters	116	12.9
XOR/XNOR	56	9.56
multiplexers	10	1.95
Power is estimated from default activity; no workload was simulated.
