`./run.sh`:
```
#!/bin/bash
# OpenROAD 26Q1-2900-gdf79404cd8, Yosys 0.63+post, stock flow scripts
make -C /OpenROAD-flow-scripts/flow DESIGN_CONFIG=/design/flow/config.mk WORK_HOME=/design/flow/orfs finish
```
`./config.mk`:
```
export PLATFORM = sky130hd
export DESIGN_NAME = EX
export DESIGN_NICKNAME = EX
export VERILOG_FILES = /design/flow/design.v
export SDC_FILE = /design/flow/constraint.sdc
export NUM_CORES = 4
export LEC_CHECK = 1
export CORE_AREA = 10 10 287 287
export DIE_AREA = 0 0 297 297
```
`./constraint.sdc`:
```
current_design EX

set clk_period 19.7
set clk_io_pct 0.2

create_clock -name clk0 -period $clk_period

set non_clock_inputs [all_inputs -no_clocks]
set_input_delay [expr $clk_period * $clk_io_pct] -clock clk0 $non_clock_inputs
set_output_delay [expr $clk_period * $clk_io_pct] -clock clk0 [all_outputs]
```
`./design.v`:
```
`timescale 1ns / 1ps
module EX(
  input       [5:0]        funct,
  input       [4:0]        shamt,
  input       [31:0]         operand_1,
  input       [31:0]         operand_2,
  input                           mem_read_flag_in,
  input                           mem_write_flag_in,
  input                           mem_sign_ext_flag_in,
  input       [3:0]      mem_sel_in,
  input       [31:0]         mem_write_data_in,
  input                           reg_write_en_in,
  input       [4:0]     reg_write_addr_in,
  input       [31:0]         current_pc_addr_in,
  input       [31:0]         hi_in,
  input       [31:0]         lo_in,
  input                           mult_div_done,
  input       [63:0]  mult_div_result,
  input                           cp0_write_en_in,
  input                           cp0_read_en_in,
  input       [7:0]     cp0_addr_in,
  input       [31:0]         cp0_write_data_in,
  input       [31:0]         cp0_read_data_in,
  input                           eret_flag_in,
  input                           syscall_flag_in,
  input                           break_flag_in,
  input                           delayslot_flag_in,
  output                          ex_load_flag,
  output                          mem_read_flag_out,
  output                          mem_write_flag_out,
  output                          mem_sign_ext_flag_out,
  output      [3:0]      mem_sel_out,
  output      [31:0]         mem_write_data_out,
  output  reg [31:0]         result,
  output                          reg_write_en_out,
  output      [4:0]     reg_write_addr_out,
  output      [31:0]         current_pc_addr_out,
  output  reg                     hilo_write_en,
  output  reg [31:0]         hi_out,
  output  reg [31:0]         lo_out,
  output  reg                     stall_request,
  output                          cp0_write_en_out,
  output      [31:0]         cp0_write_data_out,
  output      [7:0]     cp0_addr_out,
  output                          eret_flag_out,
  output                          syscall_flag_out,
  output                          break_flag_out,
  output                          delayslot_flag_out
);
  wire multdiv_inst = (funct == 6'b011000 || funct == 6'b011001
                    || funct == 6'b011010  || funct == 6'b011011);
  assign ex_load_flag = mem_read_flag_in;
  assign mem_read_flag_out = mem_read_flag_in;
  assign mem_write_flag_out = mem_write_flag_in;
  assign mem_sign_ext_flag_out = mem_sign_ext_flag_in;
  assign mem_sel_out = mem_sel_in;
  assign mem_write_data_out = mem_write_data_in;
  assign reg_write_en_out = reg_write_en_in && !mem_write_flag_in && !multdiv_inst;
  assign reg_write_addr_out = reg_write_addr_in;
  assign current_pc_addr_out = current_pc_addr_in;
  assign cp0_write_en_out = cp0_write_en_in;
  assign cp0_write_data_out = cp0_write_data_in;
  assign cp0_addr_out = cp0_addr_in;
  assign eret_flag_out = eret_flag_in;
  assign syscall_flag_out = syscall_flag_in;
  assign break_flag_out = break_flag_in;
  assign delayslot_flag_out = delayslot_flag_in;
  wire[31:0] operand_2_mux =
      (funct == 6'b100011 || funct == 6'b101010)
        ? (~operand_2) + 1 : operand_2;
  wire[31:0] result_sum = operand_1 + operand_2_mux;
  wire operand_1_lt_operand_2 = funct == 6'b101010 ?
        ((operand_1[31] && !operand_2[31]) ||
          (!operand_1[31] && !operand_2[31] && result_sum[31]) ||
          (operand_1[31] && operand_2[31] && result_sum[31]))
      : (operand_1 < operand_2);
  always @(*) begin
    case (funct)
      6'b001001, 6'b100101: result <= operand_1 | operand_2;
      6'b100100: result <= operand_1 & operand_2;
      6'b100110: result <= operand_1 ^ operand_2;
      6'b010000: result <= hi_in;
      6'b010010: result <= lo_in;
      6'b101010, 6'b101011: result <= {31'b0, operand_1_lt_operand_2};
      6'b100001, 6'b100011: result <= result_sum;
      6'b000000: result <= operand_2 << shamt;
      6'b000100: result <= operand_2 << operand_1[4:0];
      6'b000110: result <= operand_2 >> operand_1[4:0];
      6'b000111: result <= ({32{operand_2[31]}} << (6'd32 - {1'b0, operand_1[4:0]})) | operand_2 >> operand_1[4:0];
      default: result <= cp0_read_en_in ? cp0_read_data_in : 0;
    endcase
  end
  always @(*) begin
    case (funct)
      6'b011000, 6'b011001, 
      6'b011010, 6'b011011: begin
        stall_request <= !mult_div_done;
      end
      default: stall_request <= 0;
    endcase
  end
  always @(*) begin
    case (funct)
      6'b011000, 6'b011001, 
      6'b011010, 6'b011011: begin
        hilo_write_en <= 1;
        hi_out <= mult_div_result[63:32];
        lo_out <= mult_div_result[31: 0];
      end
      6'b010001: begin
        hilo_write_en <= 1;
        hi_out <= operand_1;
        lo_out <= lo_in;
      end
      6'b010011: begin
        hilo_write_en <= 1;
        hi_out <= hi_in;
        lo_out <= operand_1;
      end
      default: begin
        hilo_write_en <= 0;
        hi_out <= hi_in;
        lo_out <= lo_in;
      end
    endcase
  end
endmodule  
```
==> flow_summary_export.csv <==
group,metric,value,unit
status,status,"finished clean",
setup_path,path_common_cell,"o21ai_0",
cts,hold_buffers,0,
setup_path,path_delay_family,"AND-OR/OR-AND gates",
synth,topCellsByArea,"ha_1 (14%), nand2_1 (9.0%), buf_4 (8.4%)",
floorplan,dieArea,0.0882,mm^2
grt,grt_max_degree,59,
setup_path,cp_slowest_stage_delay,970,ps
synth,syn_avg_cell_area,6.65,um^2
route,dr_wl_met3,7340,um
place,globalplace.congestion,0.995,
route,wirelength,79300,um
place,io_buffers,339,
setup_path,crit_path_end_kind,"output pin",
synth,ys_area,0.0112,mm^2
cts,post_cts_buffers,0,
finish,postLayoutCellArea,0.0148,mm^2
floorplan,fp_util,14.7,%
setup_path,crit_path_max_fanout,21,
power,peakVddDrop,8.41,uV
setup_path,crit_path_cell_trace,"clkdlybuf4s50_1 -> buf_4 -> inv_1 -> nor4b_1 -> nor2b_1 -> buf_4 -> o21a_1 -> o21ai_0 -> ha_1 -> a211oi_1 -> o21ai_0 -> a2111oi_0 -> o21ai_0 -> a41oi_1 -> o41ai_1 -> xnor2_1 -> nor3_1 -> o21ai_1 -> clkdlybuf4s50_1",
grt,first_global_vias,13700,
finish,nClkBuffers,0,
grt,grt_pass1_wl,109000,um
route,top_layer,"met5",
finish,areaGrowthSynthToFinish,32.9,%
timing,hold_viol,0,
finish,utilization,19.5,%
route,drt.antenna.violating_nets,0,
timing,timing.final.crit_share,76.1,%
floorplan,die_h,297,um
setup_path,arrival,11050,ps
timing,slew_violations,0,
finish,nFillCells,8678,
power,power_density,25.8,mW/mm^2
timing,fin_crit,14990,ps
timing,relSlewSlack,25.5,%
min_path,hold_path_depth,0,
route,dr.pass1.iters,5,
setup_path,cp-start-kind,"input pin",
setup_path,critical_path_required,15760,ps
place,place_area,0.0148,mm^2
power,leakagePower,0.00586,uW
place,pre_cts_ws,5080,ps
finish,drive_above_1_share,6.20,%
timing,clock.fmax,66.7,MHz
route,vias,14100,
synth,ys_cells,1679,
route,routedWlPerCell,27.7,um
synth,yosysTopAreaCellShare,14.5,%
route,routed_via_density,4.93,
cts,cts_resized,0,
setup_path,cpMaxStageDelayCell,"a2111oi_0",
min_path,min_from,"cp0_addr_in[0]",
min_path,hold_end,"cp0_addr_out[0]",
route,drc,0,
grt,antenna_found_initial,13,
synth,seq_area_frac_synth,0,%
run,maxCapViolations,0,
floorplan,io_pins,580,
route,met1_length,33900,um
timing,setup_violations,0,
setup_path,critPathBufInv,5,
synth,top_cell,"nand2_1",
route,met2_length,35600,um
timing,setup_ws,4710,ps
synth,netlist_area,0.0112,mm^2
floorplan,die_x,297,um
floorplan,rows,101,
timing,tightest_slew,1090,ps
grt,grtUsageTotal,17.2,%
synth,syn_inst,1679,
place,hpwl,66000,um
synth,synth_warnings,1,
finish,nFlopsAndLatches,0,
timing,rsz0062_at_grt,"false",
setup_path,critical_path_class,"in -> out",
synth,yosysTopAreaCell,"ha_1",
timing,setup_tns,0,ps
synth,ys_types,88,
grt,globalRoute.totalOverflow,0,
run,warnings,97,
floorplan,core_area,0.0759,mm^2
route,drtIter0Drc,1541,
min_path,hold_class,"in -> out",
finish,seqCellArea,0,um^2
synth,common_cells,"nand2_1 (269), ha_1 (129), buf_4 (125), a22oi_1 (114), a21oi_1 (105)",
==> layout by cell type, fill, tap and decap left out, drive strengths merged, types with 17 or more instances in the layout <==
cell type,n
buf,50
o21ai,91
a211oi,23
a22oi,115
xnor2,41
a221oi,31
nand2,271
a21o,22
ha,129
clkdlybuf4s50,337
nor2,95
a21oi,106
mux4,17
nand3,31
o211ai,47
inv,85
mux2i,38
nor3,29
a31oi,18
==> cell families (layout without fill, tap and decap cells) <==
group / count (synthesis) / after routing / share of synthesized area, %
AND-OR/OR-AND: 581 / 581 / 36.6
XOR/XNOR: 53 / 53 / 4.16
adder cells (fa/ha/maj): 130 / 130 / 14.6
buffers and inverters: 330 / 473 / 15.7
multiplexers: 65 / 65 / 7.91
other: 0 / 6 / 0
AND/OR/NAND/NOR: 520 / 520 / 21.0
==> layer usage <==
metal	vias up	global-route usage, %
met5	-	0
met4	14	4.16
met3	116	4.69
met2	805	26.9
met1	6729	23.1
li1	6432	-
==> where the power goes <==
group | switching (uW) | total (uW) | internal, uW | leakage, uW
sequential | 0 | 0 | 0 | 0
combinational | 220 | 383 | 163 | 0.00586
clock | 0 | 0.0000409 | 0.0000409 | 0.0000000380
total | 220 | 383 | 163 | 0.00586
==> layout make-up <==
cell class	count	area (um^2)	share of cell area, %
inverter	86	323	2.17
antenna	6	15.0	0.101
tap	1030	1290	8.68
timing repair buffer	387	3740	25.2
multi-input combinational	1349	9470	63.8
==> through the flow <==
step                      std cells  hold slack (ps)  total power, uW
after detailed placement       2852             7880              378
after global routing           2852             7880              410
after global placement         2852             7880              381
after CTS                      2852             7880              380
final                          2858             7880              383
after floorplan                1679             7890              193
==> worst max-delay path by stage <==
stage | slack [ps] | depth (start not counted) | end | from
CTS | 5030 | 19 | result[29] | funct[0]
global route | 4350 | 19 | result[0] | funct[0]
finish | 4710 | 19 | result[0] | funct[0]
No activity file was given, so power comes from the tool's default toggle rates.
